==> ./design.v <==
`timescale 1ns / 1ps
module registers(
    input wire clk,
    input wire reset,
    input wire [7:0] din8,
    output reg [7:0] dout8,
    input wire [3:0] din8sel,
    input wire [3:0] dout8sel,
    input wire [15:0] din16,
    output reg [15:0] dout16,
    input wire [3:0] din16sel,
    input wire [3:0] dout16sel,
    input wire [7:0] flags_in,
    output reg [7:0] flags_out,
    input wire din8we,
    input wire din16we,
    input wire flags_we,
    output reg [7:0] aout8,
    input wire [1:0] xy_sel
    );
parameter XY_SELECT_HL = 0;
parameter XY_SELECT_IX = 1;
parameter XY_SELECT_IY = 2;
reg [15:0] BC;
reg [15:0] DE;
reg [15:0] HL;
reg [15:0] AF;
reg [15:0] SP;
reg [15:0] IX;
reg [15:0] IY;
reg [15:0] IR;  
always @(*)
begin 
  aout8 = AF[15:8];
  flags_out = AF[7:0];
end    
always @(posedge clk)
begin
  if (reset)
      begin
        BC <= 16'hffff;
        DE <= 16'hffff;
        HL <= 16'hffff;
        AF <= 16'hffff;
        SP <= 16'hffff;
        IX <= 16'hffff;
        IY <= 16'hffff;
      end
  else
    begin 
      if (din8we)
      begin
        case (din8sel)
          0: BC[15:8] <= din8;
          1: BC[7:0] <= din8;
          2: DE[15:8] <= din8;
          3: DE[7:0] <= din8;
          4: 
            case (xy_sel)
              XY_SELECT_HL: HL[15:8] <= din8;
              XY_SELECT_IX: IX[15:8] <= din8;
              XY_SELECT_IY: IY[15:8] <= din8;
            endcase
          5: 
            case (xy_sel)
              XY_SELECT_HL: HL[7:0] <= din8;
              XY_SELECT_IX: IX[7:0] <= din8;
              XY_SELECT_IY: IY[7:0] <= din8;
            endcase
          7: AF[15:8] <= din8;
          8: BC[15:8] <= din8;
          9: BC[7:0] <= din8;
          10: DE[15:8] <= din8;
          11: DE[7:0] <= din8;
          12: HL[15:8] <= din8;
          13: HL[7:0] <= din8;
          15: AF[15:8] <= din8;
          16: IR[15:8] <= din8;
          17: IR[7:0] <= din8;
        endcase
      end
      else if (din16we)
          begin
            case (din16sel)
              0: BC <= din16;
              1: DE <= din16;
              2: 
                case (xy_sel)
                  XY_SELECT_HL: HL <= din16;
                  XY_SELECT_IX: IX <= din16;
                  XY_SELECT_IY: IY <= din16;
                endcase
              3: AF <= din16;
              4: BC <= din16;
              5: DE <= din16;
              6:
                case (xy_sel)
                  XY_SELECT_HL: HL <= din16;
                  XY_SELECT_IX: IX <= din16;
                  XY_SELECT_IY: IY <= din16;
                endcase
              7: SP <= din16;          
              8: IX <= din16;
              9: IY <= din16;
            endcase
          end
      if (flags_we)
        AF[7:0] <= flags_in;
    end  
end
always @(*)
begin
  case (dout8sel)
    0: dout8 = BC[15:8];
    1: dout8 = BC[7:0];
    2: dout8 = DE[15:8];
    3: dout8 = DE[7:0];
    4: 
      case (xy_sel)
        XY_SELECT_HL: dout8 = HL[15:8];
        XY_SELECT_IX: dout8 = IX[15:8];
        XY_SELECT_IY: dout8 = IY[15:8];
      endcase
    5: 
      case (xy_sel)
        XY_SELECT_HL: dout8 = HL[7:0];    
        XY_SELECT_IX: dout8 = IX[7:0];
        XY_SELECT_IY: dout8 = IY[7:0];
      endcase
    7: dout8 = AF[15:8];
    8: dout8 = BC[15:8];
    9: dout8 = BC[7:0];
    10: dout8 = DE[15:8];
    11: dout8 = DE[7:0];
    12: dout8 = HL[15:8];
    13: dout8 = HL[7:0];    
    15: dout8 = AF[15:8];
    16: dout8 = IR[15:8];    
    17: dout8 = IR[7:0];   
    default: dout8 = 8'bX;
  endcase
end
always @(*)
begin
  case (dout16sel)
    0: dout16 = BC;
    1: dout16 = DE;
    2: 
      case (xy_sel)
        XY_SELECT_HL: dout16 = HL;   
        XY_SELECT_IX: dout16 = IX;
        XY_SELECT_IY: dout16 = IY;
      endcase
    3: dout16 = AF;
    4: dout16 = BC;
    5: dout16 = DE;
    6: 
      case (xy_sel)
        XY_SELECT_HL: dout16 = HL;   
        XY_SELECT_IX: dout16 = IX;
        XY_SELECT_IY: dout16 = IY;
      endcase
    7: dout16 = SP;
    8: dout16 = IX;
    9: dout16 = IY;
    default: dout16 = 16'bX;
  endcase
end
always @(posedge clk)
begin
end
endmodule
==> ./run.sh <==
#!/bin/bash
# OpenROAD 26Q1-2900-gdf79404cd8, Yosys 0.63+post, stock flow scripts
make -C /OpenROAD-flow-scripts/flow DESIGN_CONFIG=/design/flow/config.mk WORK_HOME=/design/flow/orfs finish
==> ./config.mk <==
export PLATFORM = sky130hd
export DESIGN_NAME = registers
export DESIGN_NICKNAME = registers
export VERILOG_FILES = /design/flow/design.v
export SDC_FILE = /design/flow/constraint.sdc
export NUM_CORES = 4
export LEC_CHECK = 1
export CORE_UTILIZATION = 30
==> ./constraint.sdc <==
current_design registers

set clk_period 4.8
set clk_io_pct 0.2

create_clock -name clk0 -period $clk_period [get_ports {clk}]

set non_clock_inputs [all_inputs -no_clocks]
set_input_delay [expr $clk_period * $clk_io_pct] -clock clk0 $non_clock_inputs
set_output_delay [expr $clk_period * $clk_io_pct] -clock clk0 [all_outputs]
==> impl_metrics.tcl <==
# collected from the flow reports
set metrics [dict create \
    critPathBufInv 2 \
    cts.repair_timing.setup_buffer_count 0 \
    clock_path_buffers 2 \
    setup-violations-final 0 \
    cts_buffers 9 \
    synth_largest_type_area_fraction_pct 30.9 \
    final-instance-count-excl-fill 1219 \
    stage_log_warnings 28 \
    synth-edff-count 0 \
    wl_um 25900 \
    ctsHoldBuffers 0 \
    most_area_hungry_cell_type_in_the_yosys_netlist "sky130_fd_sc_hd__dfxtp_1" \
    arrival_ps 3400 \
    yosys_chip_area_um2 7260 \
    count_of_endpoints_without_a_timing_constraint 48 \
    clkSlewWorstSetupHoldPaths_ps 80 \
    worstSkewPairLatency_ps 360 \
    chip_area_um2 24800 \
    synth_flops 136 \
    crit_type "in2reg" \
    grt_pass1_wl_um 39400 \
    postPlaceCellArea_um2 8480 \
    numPortBuffers 94 \
    synth_warnings 1 \
    synth-async-reset-ratio_pct 0 \
    globalplace.congestion 0.938 \
    critical_path.max_fanout 39 \
    tritoncts "built" \
    post-route-cell-area_um2 8780 \
    hold_path_class "reg2reg" \
    crit_path_max_incr_delay_ps 640 \
    grt_max_degree 75 \
    pin_slew_with_the_least_headroom_to_its_limit_ps 882 \
    post_route_setup_tns_ps 0 \
    synthCells 832 \
    detail-route-antenna-nets 0 \
    rows 56 \
    ys_types 63 \
    area.growth.synth_to_final_pct 20.9 \
    timing_max_transition_violations_final 0 \
    post_route_cells_drive_above_1_share_pct 7.78 \
    crit_path_leading_delay_family "AND-OR/OR-AND gates" \
    status "finished, final reports clean" \
    core_area_um2 23600 \
    rsz_0062_raised_after_global_routing "false" \
    unclocked_regs 24 \
    number_of_global_route_vias_before_repair 6452 \
    design.portCount 95 \
    clock_tree.root_cell "sky130_fd_sc_hd__clkbuf_16" \
    dp_cells 1203 \
    drt_pass1_iterations 5 \
    top_cells_by_area "sky130_fd_sc_hd__dfxtp_1 31%, sky130_fd_sc_hd__mux2i_1 10%, sky130_fd_sc_hd__nor2_1 5.2%" \
    post_cts_resize_count 0 \
    wire_per_inst_um 21.2 \
    leakage_dissipation_nw 3.24 \
    synth_area_per_cell_um2 8.73 \
    finalHoldViolations 0 \
    grt.total_usage_pct 21.8 \
    drcViolationCount 0 \
    worst-r2r-setup-slack_ps 3850 \
    maxClockFrequency_mhz 317 \
    drt_iter0_drc 587 \
    maxCapViolCount 0 \
    period_needed_ps 3150 \
    cp.required_ps 5050 \
    dominantRegCellSynth "sky130_fd_sc_hd__dfxtp_1" \
    critical_path.slowest_cell "sky130_fd_sc_hd__or4b_4" \
    start_kind "input port" \
    die_height_um 158 \
    cell_by_cell_trace_of_the_critical_path "clkdlybuf4s50_1 > buf_4 > or4b_4 > o21ai_4 > nand2_2 > a211o_1" \
    syn-cell-area_um2 7260 \
    powerDensity_nw_per_um2 261 \
    detailroute.via_count 6800 \
    max_slew_margin_pct 41.0 \
    die_width_um 158 \
    power.ir.vdd_worst_uv 165 \
    synth.yosys.num_cells 832 \
    antenna_cells_inserted 0 \
    htreeDepth 3 \
    post_drt_via_cell_ratio 5.58 \
    worstSetupEndpointType "flop" \
    grt_total_ovfl 0 \
    grt_antenna_before_repair 0 \
    hpwl_um 18400 \
    post-route-period-util_pct 65.7 \
    initCoreUtil_pct 30.7 \
    skew_ps 0 \
]
logic make-up after synthesis:
| kind of cell | after synthesis | synth area share, % |
|---|---|---|
| buf+inv | 100 | 5.79 |
| mux | 90 | 13.1 |
| simple gates | 239 | 17.0 |
| fa+ha+maj | 4 | 0.689 |
| latches | 24 | 4.96 |
| flops | 112 | 30.9 |
| compound gates | 263 | 27.5 |
cell usage after synthesis, drive strengths merged, types with 7 or more instances:
| cell | number |
|---|---|
| a211o | 21 |
| a211oi | 9 |
| a21boi | 19 |
| a21oi | 54 |
| a221oi | 8 |
| a22o | 14 |
| a22oi | 15 |
| a311o | 28 |
| a31oi | 13 |
| and3 | 7 |
| buf | 30 |
| clkbuf | 37 |
| dfxtp | 112 |
| dlxtn | 24 |
| inv | 31 |
| mux2 | 10 |
| mux2i | 77 |
| nand2 | 33 |
| nand2b | 36 |
| nand3 | 7 |
| nand3b | 13 |
| nand4 | 8 |
| nor2 | 101 |
| nor3b | 11 |
| o21ai | 37 |
| o22ai | 9 |
worst paths after layout:
path | from | end | cells after the start
setup / recovery | din8we | DE[1]$_SDFFE_PP1P_ | 6
hold / removal | SP[5]$_SDFFE_PP1P_ | SP[5]$_SDFFE_PP1P_ | 1
setup reg to reg | HL[10]$_SDFFE_PP1P_ | HL[10]$_SDFFE_PP1P_ | 2
hold reg to reg | SP[5]$_SDFFE_PP1P_ | SP[5]$_SDFFE_PP1P_ | 1
through the flow:
stage	worst slack [ps]	utilization [%]	hold WS (ps)	power [mW]
after detailed placement	1310	35.9	446	1.51
final	1650	37.2	464	2.29
after CTS	1680	37.2	467	2.30
after global placement	1320	35.9	439	1.51
after floorplan	2370	-	427	1.33
after global routing	1530	37.2	497	2.38
registers in the layout, summed over array words and instances, names as in the netlist:
signal	flops
AF	16
BC	16
DE	16
HL	16
IX	16
IY	16
SP	16
dout16	16
dout8	8
where the power goes:
part           switching [mW]  internal, mW
Sequential             0.0361         0.977
Clock                   0.374         0.411
Combinational           0.281         0.209
Total                   0.691          1.60
layout by cell type, fill, tap and decap left out, drive strengths merged, types with 4 or more instances in the layout:
master / instances
and3b: 4
o21ai: 37
nor3b: 11
o22ai: 9
a31oi: 13
a21o: 6
nand3b: 13
a22oi: 15
buf: 27
a221oi: 8
nand4: 8
a211oi: 9
a311o: 28
a2bb2oi: 6
mux2: 10
a22o: 14
a21oi: 54
dlxtn: 24
nor2: 101
clkbuf: 11
o32a: 6
nor2b: 6
clkdlybuf4s50: 92
and3: 7
a21boi: 19
inv: 33
a221o: 4
nand2: 33
a211o: 21
ha: 4
nand2b: 36
nand3: 7
mux2i: 77
dfxtp: 112
final cells by class:
| type | instances | area [um2] |
|---|---|---|
| Tap cell | 319 | 399 |
| Multi-Input combinational cell | 596 | 4240 |
| Clock inverter | 5 | 63.8 |
| Fill cell | 2437 | 14800 |
| Sequential cell | 136 | 2600 |
| Timing Repair Buffer | 119 | 1120 |
| Clock buffer | 11 | 233 |
| Inverter | 33 | 124 |
routing by layer:
metal / global-route usage, % / wire (um)
met5: 0 / 0
met4: 3.93 / 493
met3: 6.66 / 2770
met2: 32.2 / 11100
met1: 32.2 / 11600
Power is estimated from default activity; no workload was simulated.

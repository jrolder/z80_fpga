==> design.v <==
`timescale 1ns / 1ps
module sys_io(
    input clk,
    input [7:0] io_addr,
    output reg [7:0] io_dout,
    input [7:0] io_din,
    input io_we
    );
reg [7:0] io_mem [255:0];
always @(posedge clk) begin
    if (io_we)
        io_mem[io_addr] <= io_din;
end
always @(*)
begin
    io_dout = io_mem[io_addr];
end
endmodule
==> run.sh <==
#!/bin/bash
# OpenROAD 26Q1-2900-gdf79404cd8, Yosys 0.63+post, stock flow scripts
make -C /OpenROAD-flow-scripts/flow DESIGN_CONFIG=/design/flow/config.mk WORK_HOME=/design/flow/orfs finish
==> config.mk <==
export PLATFORM = sky130hd
export DESIGN_NAME = sys_io
export DESIGN_NICKNAME = sys_io
export VERILOG_FILES = /design/flow/design.v
export SDC_FILE = /design/flow/constraint.sdc
export NUM_CORES = 4
export LEC_CHECK = 1
export CORE_UTILIZATION = 30
==> constraint.sdc <==
current_design sys_io

set clk_period 29.1
set clk_io_pct 0.2

create_clock -name clk0 -period $clk_period [get_ports {clk}]

set non_clock_inputs [all_inputs -no_clocks]
set_input_delay [expr $clk_period * $clk_io_pct] -clock clk0 $non_clock_inputs
set_output_delay [expr $clk_period * $clk_io_pct] -clock clk0 [all_outputs]
==> reports/summary.rpt <==
===========================================================================================
Warning count from the yosys run                                                          1
Distinct cell type count after synthesis                                                 21
Pin count of the biggest net entering global routing                                     90
Placeable core region                                                            0.2597 mm²
Ports placed on the boundary                                                             26
Vias                                                                                  36910
Number of nets with antenna violations after routing                                      0
Register bank with the most flops                                                    io_mem
Vias in the first global route                                                        41280
Quantity of gates resized following cts                                                   0
Number of cell instances after yosys synthesis                                         3539
Final estimated routing congestion in global placement                               0.8733
Final Max Slew Viols                                                                      0
TritonRoute pass-1 iters                                                                  5
Number of storage elements in the synthesis netlist                                    2048
Final routed DRC violation total                                                          0
Crit share post-route                                                                60.35%
Clock tree root buffer cell                                                       clkbuf_16
Port buffer count                                                                        25
Clock buffer count from CTS                                                             201
Die height                                                                         513.0 µm
Largest fanout on the critical path                                                      59
Register share of total power                                                         54.4%
Type of element capturing the critical path                                    primary output
Startpoint-to-endpoint class of the critical path                              input pin to primary output
Yosys chip area                                                                 0.07833 mm²
Placed Cells                                                                           6924
Clk network pwr share                                                                 41.0%
Share of synthesized area occupied by flip-flops and latches                         78.51%
Tool Warnings                                                                            26
Routed WL                                                                          191.2 mm
DR WL/cell                                                                         26.20 µm
Type of the tightest min-delay check                                           input pin to flip-flop
Fraction of power consumed by combinational cells                                      4.6%
Layout Utilization                                                                   34.47%
Vias per cell                                                                         5.057
Aggregate global routing overflow                                                         0
# fillers                                                                             23650
Number of design-rule violations left by the first detailed-router iteration           2743
Max Clock Freq                                                                    56.94 MHz
Total setup violations reported at the end of the flow                                    0
Hold Vio Cnt, Final                                                                       0
Initial antenna violation count                                                           6
Global router's overall resource usage                                               15.74%
Worst ir drop on vdd                                                           0.00005165 V
HPWL after detailed placement                                                      114.0 mm
Power per cell area                                                            66.73 mW/mm²
Crit path DRT                                                                      23.28 ns
Internal Pwr Total                                                                  4714 µW
Post-place instance area                                                        0.08332 mm²
Worst hold slack after final layout                                                5.433 ns
Element type at the critical path start                                           input pin
Buffer count from post-CTS setup fixing                                                   0
Switching power total                                                               1261 µW
Remaining max-slew budget at the tightest pin                                        30.56%
Clock transition at the registers of the reported paths                             0.06 ns
Run status                                                                     finished, final reports clean
Deepest clock path buffer count                                                           3
Sinks on Clock Net                                                                     2048
Mean Syn Cell Area                                                                22.13 µm²
Post-synthesis instance area                                                    0.07833 mm²
Post-route setup TNS                                                                   0 ns
Final Instance Count excl. Fillers                                                     7299
Minimum period implied by the final worst setup slack                              17.56 ns
Area overhead of the layout relative to synthesis                                    14.29%
Top flop regs                                                                  io_mem (2048)
Slew at the pin closest to its max-slew limit                                      1.030 ns
CTS tree                                                                               done
CTS Hold Bufs                                                                             0
RSZ-0062 raised after global routing                                                     no
DIE WIDTH                                                                          513.0 µm
Final non-filler cell area                                                      0.08952 mm²
Count of maximum capacitance violations                                                   0
CTS HTree Levels                                                                          4
First-pass GRT wire length                                                         281.0 mm
Flip-flop count of the largest register, all copies and words added                    2048
Core Density at Floorplan                                                            30.16%
Sw Share                                                                             21.10%
Post-synthesis instance total                                                          3539
Die Outline Area                                                                 0.2632 mm²
Lkg Pwr                                                                          0.02671 µW
Row count                                                                               187
Proportion of layout cells with a drive suffix above 1                               25.63%
Data arrival at the endpoint of the critical path                                  11.74 ns
===========================================================================================
==> final cells by class <==
class	instances	area [µm²]	share of cell area, %
inverters	1	3.754	0.004193
multi-input cells	1258	15790	17.64
repair buffers	215	1764	1.971
clock inverters	115	895.9	1.001
flip-flops and latches	2048	61500	68.70
diodes	3	7.507	0.008386
clock buffers	257	5304	5.924
well taps	3402	4257	4.755
==> final timing paths <==
kind	start	to	slack, ns	depth (start not counted)
setup / recovery	io_addr[0]	io_dout[1]	11.54	12
hold / removal	io_din[5]	io_mem[14][5]$_DFFE_PP_	5.43	1
==> power groups by stage <==
stage / logic (µW) / registers (µW) / clock network, µW
after CTS: 279 / 3250 / 2490
final: 274 / 3250 / 2450
after global routing: 294 / 3250 / 2600
==> cells in the mapped netlist, drive strengths merged <==
cell / n / share of area (%)
edfxtp: 2048 / 79
mux4: 512 / 15
a22oi: 256 / 2.5
nor2: 232 / 1.1
clkbuf: 145 / 0.69
a21oi: 128 / 0.82
buf: 87 / 0.70
o41ai: 32 / 0.36
nor3: 30 / 0.19
nand2: 28 / 0.13
nand3: 13 / 0.083
nand4: 8 / 0.064
nor2b: 7 / 0.056
nand2b: 6 / 0.048
and2: 3 / 0.024
or2: 2 / 0.016
inv: 1 / 0.0048
or3: 1 / 0.0080
==> metal layers <==
layer  global-route usage, %  vias up  share of wire, %
met5                  0.1826        -             0.036
met1                   18.23    19030                34
met4                   4.279        6               3.4
li1                        -    15450                 -
met2                   23.61     2104                47
met3                   11.35      325                15
==> metrics by stage <==
stage	power [µW]	setup slack, ns
floorplan	3460	15.72
global placement	3591	11.21
detailed placement	3593	11.29
CTS	6026	11.26
global route	6151	11.00
finish	5974	11.54
==> critical path, cell delays in order <==
cell	delay, ns
buf_8	0.46
buf_4	0.50
buf_4	0.64
buf_12	0.46
buf_4	0.61
buf_4	0.55
mux4_2	0.58
a22oi_1	0.26
a21oi_1	0.11
o41ai_1	0.61
nand4_1	0.37
clkdlybuf4s50_1	0.52
==> layout by cell type (no fill, tap or decap), types with 4 or more instances in the layout <==
cell type / instances
edfxtp_1: 2048
mux4_2: 512
a22oi_1: 256
nor2_1: 231
clkbuf_16: 204
buf_4: 187
a21oi_1: 128
clkbuf_1: 53
clkinv_1: 46
clkinv_2: 44
nor3_1: 30
o41ai_1: 29
nand2_1: 28
clkdlybuf4s50_1: 15
nand3_1: 12
buf_8: 10
bufinv_16: 9
nand4_1: 8
nor2b_1: 4
nand2b_1: 4
inv_6: 4
clkinv_8: 4
==> cell families (layout without fill, tap and decap cells) <==
kind of cell	after synthesis	in the layout	share of synthesized area, %
simple gates	330	330	1.736
buf+inv	233	588	1.404
flops	2048	2048	78.51
other cells	0	3	0
mux	512	512	14.72
compound gates	416	416	3.629
No activity file was given, so power comes from the tool's default toggle rates.

## design/flow/config.mk

```make
export PLATFORM = sky130hd
export DESIGN_NAME = alu8
export DESIGN_NICKNAME = alu8
export VERILOG_FILES = /design/flow/design.v
export SDC_FILE = /design/flow/constraint.sdc
export NUM_CORES = 4
export LEC_CHECK = 1
export CORE_UTILIZATION = 50
```

## design/flow/constraint.sdc

```tcl
current_design alu8

set clk_period 6.5
set clk_io_pct 0.2

create_clock -name clk0 -period $clk_period

set non_clock_inputs [all_inputs -no_clocks]
set_input_delay [expr $clk_period * $clk_io_pct] -clock clk0 $non_clock_inputs
set_output_delay [expr $clk_period * $clk_io_pct] -clock clk0 [all_outputs]
```

## design/flow/design.v

```verilog
`timescale 1ns / 1ps
module alu8(
    input wire [7:0] alu8_ain,
    output reg [7:0] alu8_out,
    input wire [5:0] alu8_op,
    input wire [7:0] alu8_arg,
    input wire [7:0] alu8_flags_in,
    output reg [7:0] alu8_flags_out,
    input wire [2:0] alu8_bit_sel
    );
parameter FLAG_S = 7;  
parameter FLAG_Z = 6;  
parameter FLAG_F5 = 5;  
parameter FLAG_H = 4;  
parameter FLAG_F3 = 3;  
parameter FLAG_PV = 2;  
parameter FLAG_N = 1;   
parameter FLAG_C = 0;  
wire flag_s, flag_z, flag_f5, flag_h, flag_f3, flag_pv, flag_n, flag_c;
assign flag_s = alu8_flags_in[FLAG_S];
assign flag_z = alu8_flags_in[FLAG_Z];
assign flag_f5 = alu8_flags_in[FLAG_F5];
assign flag_h = alu8_flags_in[FLAG_H];
assign flag_f3 = alu8_flags_in[FLAG_F3];
assign flag_pv = alu8_flags_in[FLAG_PV];
assign flag_n = alu8_flags_in[FLAG_N];
assign flag_c = alu8_flags_in[FLAG_C];
reg [4:0] tmp5;
reg [7:0] tmp8;
reg [8:0] tmp9;
reg cf_out, hf_out;
reg bit_set;
task daa_diff;
  input [7:0]a;
  input cf, hf, nf;
  output [7:0] daa_diff;
  output cf_out, hf_out;
  reg [3:0] hi;
  reg [3:0] lo;
  begin
    hi = a[7:4];
    lo = a[3:0];
    if (lo < 10) 
      begin
        if (cf)
          begin
            if (hf)
              begin
                cf_out = 1;
                daa_diff = 8'h66;
              end
            else
              begin
                cf_out = 1;
                daa_diff = 8'h60;
              end
          end
        else
          begin
            if (hf)
              begin
                if (hi < 10)
                  begin
                    cf_out = 0;
                    daa_diff = 8'h06;
                  end
                else 
                  begin
                    cf_out = 1;
                    daa_diff = 8'h66;
                  end
              end
            else
              begin
                if (hi < 10)
                  begin
                    cf_out = 0;
                    daa_diff = 8'h00;
                  end
                else 
                  begin
                    cf_out = 1;
                    daa_diff = 8'h60;
                  end
              end
          end
      end
    else
      begin
        if (cf)
          begin
            cf_out = 1;
            daa_diff = 8'h66;
          end
        else
          begin
            if (hi < 9)
              begin
                cf_out = 0;
                daa_diff = 8'h06;
              end  
            else
              begin
                cf_out = 1;
                daa_diff = 8'h66;
              end
          end
      end
    if (nf) 
        hf_out = hf && (lo < 6); 
    else
        hf_out = lo >= 10;
  end
endtask
always @(*)
begin
  case (alu8_op)
  0:  
    begin
      tmp9 = alu8_ain + alu8_arg;
      tmp8 = alu8_ain[6:0] + alu8_arg[6:0];
      tmp5 = alu8_ain[3:0] + alu8_arg[3:0];
      alu8_out = tmp9[7:0];
      alu8_flags_out = {alu8_out[7], alu8_out == 0, alu8_out[5], tmp5[4], alu8_out[3], tmp9[8] ^ tmp8[7], 1'b0, tmp9[8]};
    end
  1:  
    begin
      tmp9 = alu8_ain + alu8_arg + flag_c;
      tmp8 = alu8_ain[6:0] + alu8_arg[6:0] + flag_c;
      tmp5 = alu8_ain[3:0] + alu8_arg[3:0] + flag_c;
      alu8_out = tmp9[7:0];
      alu8_flags_out = {alu8_out[7], alu8_out == 0, alu8_out[5], tmp5[4], alu8_out[3], tmp9[8] ^ tmp8[7], 1'b0, tmp9[8]};
    end
  2:  
    begin
      tmp9 = alu8_ain - alu8_arg;
      tmp8 = alu8_ain[6:0] - alu8_arg[6:0];
      tmp5 = alu8_ain[3:0] - alu8_arg[3:0];
      alu8_out = tmp9[7:0];
      alu8_flags_out = {alu8_out[7], alu8_out == 0, alu8_out[5], tmp5[4], alu8_out[3], tmp9[8] ^ tmp8[7], 1'b1, tmp9[8]};
    end
   3:  
    begin
      tmp9 = alu8_ain - alu8_arg - flag_c;
      tmp8 = alu8_ain[6:0] - alu8_arg[6:0] - flag_c;
      tmp5 = alu8_ain[3:0] - alu8_arg[3:0] - flag_c;
      alu8_out = tmp9[7:0];
      alu8_flags_out = {alu8_out[7], alu8_out == 0, alu8_out[5], tmp5[4], alu8_out[3], tmp9[8] ^ tmp8[7], 1'b1, tmp9[8]};
    end
   4:  
    begin
      alu8_out = alu8_ain & alu8_arg;
      alu8_flags_out = {alu8_out[7], alu8_out == 0, alu8_out[5], 1'b1, alu8_out[3], !(^alu8_out), 1'b0, 1'b0};
    end
   5:  
    begin
      alu8_out = alu8_ain ^ alu8_arg;
      alu8_flags_out = {alu8_out[7], alu8_out == 0, alu8_out[5], 1'b0, alu8_out[3], !(^alu8_out), 1'b0, 1'b0};
    end
   6:  
    begin
      alu8_out = alu8_ain | alu8_arg;
      alu8_flags_out = {alu8_out[7], alu8_out == 0, alu8_out[5], 1'b0, alu8_out[3], !(^alu8_out), 1'b0, 1'b0};
    end
  7:  
    begin
      tmp9 = alu8_ain - alu8_arg;
      tmp8 = alu8_ain[6:0] - alu8_arg[6:0];
      tmp5 = alu8_ain[3:0] - alu8_arg[3:0];
      alu8_out = alu8_ain;
      alu8_flags_out = {tmp9[7], tmp9[7:0] == 0, alu8_arg[5], tmp5[4], alu8_arg[3], tmp9[8] ^ tmp8[7], 1'b1, tmp9[8]};
    end
  8:  
    begin
      alu8_out = {alu8_ain[6:0], alu8_ain[7]};
      alu8_flags_out = {flag_s, flag_z, alu8_out[5], 1'b0, alu8_out[3], flag_pv, 1'b0, alu8_ain[7]};
    end
  9:  
    begin
      alu8_out = {alu8_ain[0], alu8_ain[7:1]};
      alu8_flags_out = {flag_s, flag_z, alu8_out[5], 1'b0, alu8_out[3], flag_pv, 1'b0, alu8_ain[0]};
    end
  10:  
    begin
      alu8_out = {alu8_ain[6:0], flag_c};
      alu8_flags_out = {flag_s, flag_z, alu8_out[5], 1'b0, alu8_out[3], flag_pv, 1'b0, alu8_ain[7]};
    end
  11:  
    begin
      alu8_out = {flag_c, alu8_ain[7:1]};
      alu8_flags_out = {flag_s, flag_z, alu8_out[5], 1'b0, alu8_out[3], flag_pv, 1'b0, alu8_ain[0]};
    end
  12:  
    begin
      daa_diff(alu8_ain, flag_c, flag_h, flag_n, tmp8, cf_out, hf_out);
      if (flag_n)
        alu8_out = alu8_ain - tmp8;
      else
        alu8_out = alu8_ain + tmp8;
      alu8_flags_out = {alu8_out[7], alu8_out == 0, alu8_out[5], hf_out, alu8_out[3], !(^alu8_out), flag_n, cf_out};
    end
  13:  
    begin
      alu8_out = ~alu8_ain;
      alu8_flags_out = {flag_s, flag_z, alu8_out[5], 1'b1, alu8_out[3], flag_pv, 1'b1, flag_c};
    end
  14:  
    begin
      alu8_out = alu8_ain;
      alu8_flags_out = {flag_s, flag_z, alu8_ain[5], 1'b0, alu8_ain[3], flag_pv, 1'b0, 1'b1};
    end
  15:  
    begin
      alu8_out = alu8_ain;
      alu8_flags_out = {flag_s, flag_z, alu8_ain[5], flag_c, alu8_ain[3], flag_pv, 1'b0, !flag_c};
    end
  16:  
    begin
      alu8_out = {alu8_arg[6:0], alu8_arg[7]};
      alu8_flags_out = {alu8_out[7], alu8_out == 0, alu8_out[5], 1'b0, alu8_out[3], !(^alu8_out), 1'b0, alu8_arg[7]};
    end
  17:  
    begin
      alu8_out = {alu8_arg[0], alu8_arg[7:1]};
      alu8_flags_out = {alu8_out[7], alu8_out == 0, alu8_out[5], 1'b0, alu8_out[3], !(^alu8_out), 1'b0, alu8_arg[0]};
    end
  18:  
    begin
      alu8_out = {alu8_arg[6:0], flag_c};
      alu8_flags_out = {alu8_out[7], alu8_out == 0, alu8_out[5], 1'b0, alu8_out[3], !(^alu8_out), 1'b0, alu8_arg[7]};
    end
  19:  
    begin
      alu8_out = {flag_c, alu8_arg[7:1]};
      alu8_flags_out = {alu8_out[7], alu8_out == 0, alu8_out[5], 1'b0, alu8_out[3], !(^alu8_out), 1'b0, alu8_arg[0]};
    end    
  20:  
    begin
      alu8_out = {alu8_arg[6:0], 1'b0};
      alu8_flags_out = {alu8_out[7], alu8_out == 0, alu8_out[5], 1'b0, alu8_out[3], !(^alu8_out), 1'b0, alu8_arg[7]};
    end
  21:  
    begin
      alu8_out = {alu8_arg[7], alu8_arg[7:1]};
      alu8_flags_out = {alu8_out[7], alu8_out == 0, alu8_out[5], 1'b0, alu8_out[3], !(^alu8_out), 1'b0, alu8_arg[0]};
    end
  22:  
    begin
      alu8_out = {alu8_arg[6:0], 1'b1};
      alu8_flags_out = {alu8_out[7], alu8_out == 0, alu8_out[5], 1'b0, alu8_out[3], !(^alu8_out), 1'b0, alu8_arg[7]};
    end
  23:  
    begin
      alu8_out = {1'b0, alu8_arg[7:1]};
      alu8_flags_out = {alu8_out[7], alu8_out == 0, alu8_out[5], 1'b0, alu8_out[3], !(^alu8_out), 1'b0, alu8_arg[0]};
    end
  24:  
    begin
      tmp9 = alu8_arg + 1;
      tmp8 = alu8_arg[6:0] + 1;
      tmp5 = alu8_arg[3:0] + 1;
      alu8_out = tmp9[7:0];
      alu8_flags_out = {alu8_out[7], alu8_out == 0, alu8_out[5], tmp5[4], alu8_out[3], alu8_arg == 8'h7f, 1'b0, flag_c};
    end
  25:  
    begin
      tmp9 = alu8_arg - 1;
      tmp8 = alu8_arg[6:0] - 1;
      tmp5 = alu8_arg[3:0] - 1;
      alu8_out = tmp9[7:0];
      alu8_flags_out = {alu8_out[7], alu8_out == 0, alu8_out[5], tmp5[4], alu8_out[3], alu8_arg == 8'h80, 1'b1, flag_c};
    end
  26:  
    begin
      bit_set = (alu8_arg & (1 << alu8_bit_sel)) != 0;
      alu8_out = alu8_arg;
      alu8_flags_out = {
        (alu8_bit_sel == 7) && bit_set,      
        !bit_set,                            
        alu8_arg[5],                         
        1'b1,                                
        alu8_arg[3],                         
        !bit_set,                            
        1'b0,                                
        flag_c                               
        };                            
    end
  27:  
    begin
      alu8_out = alu8_arg & ~(1 << alu8_bit_sel);
      alu8_flags_out = alu8_flags_in; 
    end
  28:  
    begin
      alu8_out = alu8_arg | (1 << alu8_bit_sel);
      alu8_flags_out = alu8_flags_in; 
    end
  29:  
    begin
      alu8_flags_out = {alu8_arg[7], alu8_arg == 0, alu8_arg[5], 1'b0, alu8_arg[3],!(^alu8_arg), 1'b0, flag_c};
    end
  30:  
    begin
      tmp9 = 0 - alu8_ain;
      tmp8 = 0 - alu8_ain[6:0];
      tmp5 = 0 - alu8_ain[3:0];
      alu8_out = tmp9[7:0];
      alu8_flags_out = {alu8_out[7], alu8_out == 0, alu8_out[5], tmp5[4], alu8_out[3], tmp9[8] ^ tmp8[7], 1'b1, tmp9[8]};
    end
  31:  
    begin
      alu8_out = {alu8_ain[3:0], alu8_arg[7:4]};
      alu8_flags_out = alu8_flags_in;
    end
  32:  
    begin
      alu8_out = {alu8_ain[7:4], alu8_arg[3:0]};
      alu8_flags_out = {alu8_out[7], alu8_out == 0, alu8_out[5], 1'b0, alu8_out[3], !(^alu8_out), 1'b0, flag_c};
    end
  33:  
    begin
      alu8_out = {alu8_arg[3:0], alu8_ain[3:0]};
      alu8_flags_out = alu8_flags_in;
    end
  34:  
    begin
      alu8_out = {alu8_ain[7:4], alu8_arg[7:4]};
      alu8_flags_out = {alu8_out[7], alu8_out == 0, alu8_out[5], 1'b0, alu8_out[3], !(^alu8_out), 1'b0, flag_c};
    end
  35:  
    begin
      alu8_out = 8'bX;
      alu8_flags_out = {flag_s, flag_z, alu8_arg[5], flag_h, alu8_arg[3], flag_pv, flag_n, flag_c};
    end
  default:
    begin
      alu8_out = 8'bX;
      alu8_flags_out = 8'bX;
    end
  endcase  
end
endmodule
```

## design/flow/run.sh

```bash
#!/bin/bash
# OpenROAD 26Q1-2900-gdf79404cd8, Yosys 0.63+post, stock flow scripts
make -C /OpenROAD-flow-scripts/flow DESIGN_CONFIG=/design/flow/config.mk WORK_HOME=/design/flow/orfs finish
```

==> flow_metrics.env <==
# flow metrics
export IMPL_status="finished clean"
export IMPL_cap_violations=0
export IMPL_xor_share_pct=11.3
export IMPL_final_layout_size_suffix_gt1_share_pct=15.1
export IMPL_die_x_um=110
export IMPL_holdPathStages=4
export IMPL_arrival_ns=5.11
export IMPL_edf_count=0
export IMPL_drc=0
export IMPL_ir_worst_vdd_v=0.0000949
export IMPL_ctsHoldBuffers=0
export IMPL_grt_start_max_net_pins=31
export IMPL_drv_slew=0
export IMPL_dieArea_um2=12100
export IMPL_crit_type="input port to primary output"
export IMPL_holdPathEnd="alu8_flags_out[1]"
export IMPL_setup_violations=0
export IMPL_tightest_slew_ns=0.882
export IMPL_top_cells_by_area="ha_1, xnor2_1, nand2_1"
export IMPL_setup_slack_ns=0.0893
export IMPL_layout_cells_non_filler=1058
export IMPL_ys_area_um2=5840
export IMPL_antenna_found_initial=1
export IMPL_placed_cell_area_um2=6950
export IMPL_syn_inst=826
export IMPL_dp_final_hpwl_um=22000
export IMPL_vias=7454
export IMPL_min_path_type="input port to primary output"
export IMPL_synth_simple_area_share_pct=26.0
export IMPL_ant_nets=0
export IMPL_sw_frac_of_total_pct=55.4
export IMPL_relSlewSlack_pct=40.6
export IMPL_yosysTopAreaCell="ha_1"
export IMPL_fa_ha_area_share_pct=19.7
export IMPL_ios=49
export IMPL_start_kind="input port"
export IMPL_warnings=70
export IMPL_final_cell_area_um2=7010
export IMPL_ys_flop_type="dlxtp_1"
export IMPL_track_usage_pct=47.1
export IMPL_synth_warnings=1
export IMPL_core_um2=11400
export IMPL_p_int_mw=0.314
export IMPL_grt_pass1_wl_um=40900
export IMPL_fillers=1022
export IMPL_p_sw_mw=0.391
export IMPL_gp_congestion=1.11
export IMPL_crit_required_ns=5.20
export IMPL_wl_um=28000
export IMPL_powerDensity_nw_per_um2=101
export IMPL_largest_reg_flops=8
export IMPL_endpoint_kind="primary output"
export IMPL_ys_flops=8
export IMPL_seq_area_um2=120
export IMPL_gr_total_overflow=0
export IMPL_avgSynthCellArea_um2=7.07
export IMPL_crit_fanout=6
export IMPL_wl_per_cell_um=26.5
export IMPL_initial_core_util_pct=51.2
export IMPL_finalCritPeriodShare_pct=98.6
export IMPL_vias_per_cell=7.05
export IMPL_untimed_endpoints=16
export IMPL_p_leak_nw=2.97
export IMPL_mux_share_pct=3.23
export IMPL_final_util_pct=61.4
export IMPL_min_period_ns=6.41
export IMPL_logic_family="AND-OR/OR-AND gates"
export IMPL_dieHeight_um=110
export IMPL_grt_pass1_vias=6767
export IMPL_post_place_ws_ns=-0.604
export IMPL_timing_setup_tns_ns=0
export IMPL_hp_start="alu8_op[0]"
export IMPL_aoi_share_pct=30.5
export IMPL_comb_area_um2=5370
export IMPL_dp_cells=1056
export IMPL_yosys_top_cells_count="ha_1, nand2_1, nor2_1, xnor2_1, inv_1"
export IMPL_drt_iter0_drc=1239
export IMPL_core_rowCount=39
export IMPL_area_growth_pct=20.0
export IMPL_io_buffers=49
export IMPL_async_flop_share_pct=0
export IMPL_unclocked_pins=8
export IMPL_post_synth_top_count_cell="ha_1"
export IMPL_hold_viol=0
export IMPL_timing_fmax_mhz=156
export IMPL_yosysUniqueCellTypes=90
export IMPL_synth_cells_yosys=826
export IMPL_synth_top_cell_area_share_pct=19.1
export IMPL_firstDrtPassIters=7
export IMPL_syn_cell_area_um2=5840
-- cell families after synthesis --
kind of cell / count (synthesis)
fa+ha+maj: 91
buf+inv: 98
xor+xnor: 73
simple gates: 291
mux: 18
compound gates: 247
latches: 8
-- critical path, cell delays in order --
cell and delay, ns:
clkdlybuf4s50_1 0.61, inv_1 0.20, ha_1 0.47, inv_1 0.27, o211ai_1 0.19, a2111o_1 0.50
nand3_1 0.12, nor2b_2 0.34, xnor2_1 0.17, o2111ai_1 0.29, o22a_1 0.20, clkdlybuf4s50_1 0.45
-- cell usage in the layout, fill, tap and decap left out, drive strengths merged, types with 6 or more instances in the layout --
| cell type | Yosys | final |
|---|---|---|
| a21oi | 41 | 41 |
| or3 | 12 | 12 |
| clkdlybuf4s50 | 0 | 39 |
| o2111ai | 8 | 8 |
| a32oi | 6 | 6 |
| dlygate4sd2 | 0 | 6 |
| a221o | 6 | 6 |
| nor3 | 20 | 20 |
| a22oi | 8 | 8 |
| o21a | 7 | 7 |
| inv | 48 | 48 |
| nor2 | 67 | 67 |
| a221oi | 14 | 14 |
| nand3 | 31 | 31 |
| nor4 | 7 | 7 |
| o31ai | 8 | 8 |
| dlxtp | 8 | 8 |
| a2111oi | 6 | 6 |
| o21ai | 46 | 46 |
| xnor2 | 57 | 57 |
| mux2i | 14 | 14 |
| buf | 25 | 89 |
| nand2b | 16 | 16 |
| ha | 89 | 89 |
| nand2 | 68 | 68 |
| xor2 | 16 | 16 |
| o22ai | 25 | 25 |
| nor2b | 10 | 10 |
| a211o | 6 | 6 |
| o211ai | 6 | 6 |
| nand4 | 20 | 20 |
| a211oi | 11 | 11 |
-- power by group through the flow --
stage | logic (mW) | registers (mW) | clock network (mW)
4_1_cts | 0.645 | 0.0134 | 0
5_1_grt | 0.727 | 0.0147 | 0
-- metrics by stage --
stage	hold WS [ns]	power, mW
after global routing	3.58	0.742
final	3.49	0.705
after detailed placement	3.50	0.652
after CTS	3.50	0.658
after floorplan	2.74	0.394
after global placement	3.48	0.648
-- metal layers --
layer,share of wire (%),wire length [µm],track usage [%],vias to the layer above
met5,0,0,0,-
met4,6.6,1840,23.1,0
met3,15,4180,15.7,144
met2,40,11100,66.3,626
met1,39,10900,64.1,3401
li1,-,-,-,3283
-- cell type report --
type	instances	share of cell area [%]
multi-input combinational	720	76.6
timing repair buffer	137	16.5
inverter	49	2.62
tap	143	2.55
sequential	8	1.71
antenna	1	0.0357
-- worst max path at each step --
stage	end	start
global route	alu8_flags_out[2]	alu8_ain[1]
CTS	alu8_flags_out[2]	alu8_ain[1]
finish	alu8_flags_out[7]	alu8_arg[3]
-- repair_timing --
| action | CTS | global route |
|---|---|---|
| buffers inserted | 1 | 0 |
| pin swaps | 13 | 12 |
| resized | 20 | 15 |
| hold endpoints to repair | 0 | 0 |
| setup endpoints to repair | 2 | 4 |
Power and IR drop assume default switching activity.
